### /design/flow/config.mk
export PLATFORM = sky130hd
export DESIGN_NAME = timer
export DESIGN_NICKNAME = timer
export VERILOG_FILES = /design/flow/design.v
export SDC_FILE = /design/flow/constraint.sdc
export NUM_CORES = 4
export LEC_CHECK = 1
export CORE_UTILIZATION = 40
### /design/flow/constraint.sdc
current_design timer

set clk_period 7.7
set clk_io_pct 0.2

create_clock -name clk0 -period $clk_period [get_ports {clock}]

set non_clock_inputs [all_inputs -no_clocks]
set_input_delay [expr $clk_period * $clk_io_pct] -clock clk0 $non_clock_inputs
set_output_delay [expr $clk_period * $clk_io_pct] -clock clk0 [all_outputs]
### /design/flow/run.sh
#!/bin/bash
# OpenROAD 26Q1-2900-gdf79404cd8, Yosys 0.63+post, stock flow scripts
make -C /OpenROAD-flow-scripts/flow DESIGN_CONFIG=/design/flow/config.mk WORK_HOME=/design/flow/orfs finish
### /design/flow/design.v
`timescale 1ns/1ns
module ready_gen(
    input hclk,
    input hresetn,
    input ce,
    input [1:0] htrans,
    output hready
);
    parameter waits = 3;
    reg [7:0] count;
    reg am_waiting;
    reg lhready;
    assign hready = lhready;
    always @(posedge hclk or negedge hresetn) begin
       if (hresetn == 0) begin
          count <= 1'b0;
          am_waiting <= 1'b0;
          lhready <= 1'b0;
       end else begin
          if (ce) begin
             if (am_waiting) begin
                count <= count + 1;
             end else begin
                am_waiting <= 1'b1;
                count <= 8'h00;
             end
             if (count >= waits) begin
                lhready <= 1'b1;
                am_waiting <= 1'b0;
             end
          end
          if (lhready) lhready <= 1'b0;
       end
   end
endmodule
module long_sram
    (
        CLK,
        READ_ADDR,
        DATA_OUT,
        OE,
        WRITE_ADDR_RAW,
        DATA_IN,
        BE_RAW,
        WE_RAW
    );
    parameter file_no           = 0;
    parameter address_width     = 22;
    parameter data_width        = 2;  
    input                                CLK;
    input [address_width-1:0]            READ_ADDR;
    output [((1<<data_width)*8)-1:0]     DATA_OUT;
    input                                OE;
    input [address_width-1:0]            WRITE_ADDR_RAW;
    input [((1<<data_width)*8)-1:0]      DATA_IN;
    input [(1<<data_width)-1:0]          BE_RAW;
    input                                WE_RAW;
    reg [((1<<data_width)*8)-1:0] mem [(1<<address_width-data_width)-1:0];
    reg [((1<<data_width)*8)-1:0] read_data;
    reg [address_width-1:0]       WRITE_ADDR;
    reg                           WE;
    reg [(1<<data_width)-1:0]     BE;
    genvar w;
    initial begin
        if (file_no == 1) $readmemh("code.mem", mem);
        if (file_no == 2) $readmemh("weights.mem", mem);
    end
    assign DATA_OUT = read_data;
    always @(posedge CLK) begin
        WRITE_ADDR <= WRITE_ADDR_RAW;
        WE <= WE_RAW;
        BE <= BE_RAW;
    end
    always @(posedge CLK) begin
        if (OE) begin
            read_data <= ((WE === 1'b1) && (READ_ADDR == WRITE_ADDR)) ? DATA_IN : mem[READ_ADDR];
        end
    end
    generate
        for (w=0; w<(1<<data_width); w = w + 1)
            always @(posedge CLK) begin
                if (WE && BE[w]) begin
                    mem[WRITE_ADDR][((w+1)*8)-1:(w*8)] <= DATA_IN[((w+1)*8)-1:(w*8)];
                end
            end
    endgenerate
endmodule
module sram (
      input          clock,
      input          resetn,
      input  [1:0]   trans,
      input  [31:0]  address,
      input  [3:0]   bl,
      input          we,
      input          ce,
      input  [31:0]  write_data,
      output [31:0]  read_data,
      output [1:0]   resp,
      output         ready
  );
  parameter file_no     = 0;
  parameter addr_bits   = 16;     
  parameter wait_states = 0;
  reg [31:0] data_out;
  wire ready_out;
  reg resp_out = 2'b00;   
  reg [31:0] waddr_delayed;
  wire [31:0] mem_address;
  wire [3:0] web;
  reg we_delayed;
  reg ce_delayed;
  reg [3:0] bl_delayed;
  assign ready = ready_out;
  assign resp = resp_out;
  ready_gen #(wait_states) gr0 (clock, resetn, ce, trans, ready_out);
  always @(posedge clock) begin
     we_delayed <= (ce) ? we : 1'b0;
     ce_delayed <= ce;
     bl_delayed <= (ce) ? bl : 4'h0;
     waddr_delayed <= (ce) ? address : 32'h00000000;
  end
  assign web = { we_delayed & ce_delayed & bl_delayed[3] & ready_out, 
                 we_delayed & ce_delayed & bl_delayed[2] & ready_out, 
                 we_delayed & ce_delayed & bl_delayed[1] & ready_out, 
                 we_delayed & ce_delayed & bl_delayed[0] & ready_out };
  assign mem_address = (we_delayed) ? waddr_delayed : address;
  byte_sram #(.address_width(addr_bits-2)) 
         byte0 (clock, mem_address[addr_bits-1:2], data_out[7:0], ce & !we, write_data[7:0], web[0]);
  byte_sram #(.address_width(addr_bits-2)) 
         byte1 (clock, mem_address[addr_bits-1:2], data_out[15:8], ce & !we, write_data[15:8], web[1]);
  byte_sram #(.address_width(addr_bits-2)) 
         byte2 (clock, mem_address[addr_bits-1:2], data_out[23:16], ce & !we, write_data[23:16], web[2]);
  byte_sram #(.address_width(addr_bits-2)) 
         byte3 (clock, mem_address[addr_bits-1:2], data_out[31:24], ce & !we, write_data[31:24], web[3]);
  assign read_data = (ready & !we_delayed) ? data_out : { 32 { 1'b0}}; 
endmodule
module byte_sram
    (
        CLK,
        ADDRESS,
        DATA_OUT,
        OE,
        DATA_IN,
        WE
    );
    parameter address_width       = 14;
    input                         CLK;
    input [address_width-1:0]     ADDRESS;
    output [7:0]                  DATA_OUT;
    input                         OE;
    input  [7:0]                  DATA_IN;
    input                         WE;
    reg [7:0] mem [(1<<address_width)-1:0];
    reg [7:0] read_data;
    assign DATA_OUT = read_data;
    always @(posedge CLK) begin
        if (OE) begin
            read_data <= mem[ADDRESS];
        end
    end
    always @(posedge CLK) begin
        if (WE) begin  
            mem[ADDRESS] <= DATA_IN;
        end
    end
endmodule
module long_sram_1r1w
    (
        CLK,
        ADDRESS,
        DATA_OUT,
        OE,
        DATA_IN,
        BE,
        WE
    );
    parameter file_no           = 0;
    parameter address_width     = 22;
    parameter data_width        = 2;  
    input                                CLK;
    input [address_width-1:0]            ADDRESS;
    output [((1<<data_width)*8)-1:0]     DATA_OUT;
    input                                OE;
    input [((1<<data_width)*8)-1:0]      DATA_IN;
    input [(1<<data_width)-1:0]          BE;
    input                                WE;
    reg [((1<<data_width)*8)-1:0] mem [(1<<address_width-data_width)-1:0];
    reg [((1<<data_width)*8)-1:0] read_data;
    genvar w;
    initial begin
        if (file_no == 1) $readmemh("code.mem", mem);
        if (file_no == 2) $readmemh("weights.mem", mem);
    end
    assign DATA_OUT = read_data ;
    always @(posedge CLK) begin
        if (OE) begin
            read_data <= mem[ADDRESS];
        end
    end
    generate
        for (w=0; w<(1<<data_width); w = w + 1)
            always @(posedge CLK) begin
                if (WE && BE[w]) begin  
                    mem[ADDRESS][((w+1)*8)-1:(w*8)] <= DATA_IN[((w+1)*8)-1:(w*8)];
                end
            end
    endgenerate
endmodule
module chatty_long_sram
    (
        CLK,
        READ_ADDR,
        DATA_OUT,
        OE,
        WRITE_ADDR_RAW,
        DATA_IN,
        BE_RAW,
        WE_RAW,
        STROBE
    );
    parameter file_no           = 0;
    parameter address_width     = 22;
    parameter data_width        = 2;  
    input                                CLK;
    input [address_width-1:0]            READ_ADDR;
    output [((1<<data_width)*8)-1:0]     DATA_OUT;
    input                                OE;
    input [address_width-1:0]            WRITE_ADDR_RAW;
    input [((1<<data_width)*8)-1:0]      DATA_IN;
    input [(1<<data_width)-1:0]          BE_RAW;
    input                                WE_RAW;
    input                                STROBE;
    reg [((1<<data_width)*8)-1:0] mem [(1<<address_width-data_width)-1:0];
    reg [((1<<data_width)*8)-1:0] read_data;
    reg [address_width-1:0]       WRITE_ADDR;
    reg                           WE;
    reg [(1<<data_width)-1:0]     BE;
    genvar w;
    initial begin
        if (file_no == 1) $readmemh("code.mem", mem);
        if (file_no == 2) $readmemh("weights.mem", mem);
    end
    assign DATA_OUT = read_data ;
    always @(posedge CLK) begin
        WRITE_ADDR <= WRITE_ADDR_RAW;
        WE <= WE_RAW;
        BE <= BE_RAW;
    end
    always @(posedge CLK) begin
        if (OE) begin
            read_data <= ((WE === 1'b1) && (READ_ADDR == WRITE_ADDR)) ? DATA_IN : mem[READ_ADDR];
        end
    end
    generate
        for (w=0; w<(1<<data_width); w = w + 1)
            always @(posedge CLK) begin
                if (WE && BE[w] & STROBE) begin  
                    mem[WRITE_ADDR][((w+1)*8)-1:(w*8)] <= DATA_IN[((w+1)*8)-1:(w*8)];
                end
            end
    endgenerate
endmodule
module chatty_sram (
      input          clock,
      input          resetn,
      input  [1:0]   trans,
      input  [31:0]  address,
      input  [3:0]   bl,
      input          we,
      input          ce,
      input  [31:0]  write_data,
      output [31:0]  read_data,
      output [1:0]   resp,
      output         ready
  );
  parameter width = 16;     
  parameter wait_states = 0;
  wire ready_out;
  reg resp_out = 2'b00;   
  assign ready = (!wait_states) ? 1'b1 : ready_out;
  assign resp = resp_out;
  ready_gen #(wait_states) gr0 (clock, resetn, trans, ready_out);
  chatty_long_sram #(22) mem (clock, address[23:2], read_data, ce & !we, address[23:2], write_data, bl, we & ce);
endmodule
module timer (
      input          clock,
      input          resetn,
      input  [1:0]   trans,
      input  [29:0]  address,
      input  [3:0]   bl,
      input          we,
      input          ce,
      input  [31:0]  write_data,
      output [31:0]  read_data,
      output [1:0]   resp,
      output         ready
  );
  reg [31:0]  timer_value;
  reg [31:0]  rd_reg;
  reg         resp_out  = 2'b00;   
  ready_gen #(1) rg (clock, resetn, ce, trans, ready_out);
  assign ready          = ready_out;
  assign resp           = resp_out;
  assign read_data      = rd_reg;
  always @(posedge clock or negedge resetn) begin
    if (resetn == 1'b0) begin
      timer_value <= 32'h00000000;
    end else begin
      timer_value <= timer_value + 32'h00000001;
    end
  end
  always @(posedge clock or negedge resetn) begin
    if (resetn == 1'b0) begin
      rd_reg <= 32'h00000000;
    end else begin
      if (ce & !we) begin
        rd_reg <= timer_value;
      end
    end
  end
endmodule
==> impl_metrics.json <==
{
  "period_used_pct": 37.9,
  "std_cell_rows": 32,
  "grt_pass1_vias": 1938,
  "end_kind": "register",
  "drive_above_1_share_pct": 14.7,
  "avgSynthCellArea_um2": 12.7,
  "yosysUniqueCellTypes": 34,
  "placed_area_um2": 3670,
  "common_cells": "74 x dfrtp_1, 20 x nand2_1, 16 x mux2_1, 16 x xnor2_1, 16 x xor2_1",
  "route.antenna.diode_count": 0,
  "log.warning_count": 95,
  "yosys_most_used_dff": "dfrtp_1",
  "ctsHtreeMaxLevel": 3,
  "clk_latency_ns": 0.34,
  "critPathRequiredTime_ns": 7.92,
  "dp_hpwl_um": 3490,
  "reg2reg_from": "timer_value[8]$_DFF_PN0_",
  "switchingPower_uw": 176,
  "setup.worst_path.class": "input pin to register",
  "layout.cells.non_filler": 401,
  "tightest_slew_ns": 0.502,
  "wl_per_cell_um": 13.4,
  "numSynthFlops": 74,
  "tns_ns": 0,
  "num_io_pins": 107,
  "grt_max_degree": 40,
  "ys_seq_share_pct": 57.8,
  "finClkSkew_ns": 0.00788,
  "relSlewSlack_pct": 66.6,
  "preCtsSetupSlack_ns": 4.44,
  "yosysWarnings": 3,
  "r2r_cells": 4,
  "ant_nets": 0,
  "rrSetupSlack_ns": 6.07,
  "dieArea_um2": 8370,
  "postSynthCellCount": 252,
  "p_seq_share_pct": 53.2,
  "cellPowerDensity_nw_per_um2": 201,
  "whs_endpoint": "rg.lhready$_DFF_PN0_",
  "globalplace.congestion": 0.766,
  "comb_power_share_pct": 7.2,
  "edf_count": 0,
  "ys_cells": 252,
  "drt_wl_total_um": 5370,
  "yosys.area.top_type": "dfrtp_1",
  "cts_resized": 0,
  "status": "complete, no violations",
  "drtPass1Iterations": 4,
  "max_freq_mhz": 343,
  "via_per_inst": 4.97,
  "ctsHoldBuffers": 0,
  "die_width_um": 91.5,
  "reg2reg_to": "timer_value[19]$_DFF_PN0_",
  "placedCellCount": 386,
  "vias": 1994,
  "hold_start": "rg.lhready$_DFF_PN0_",
  "start_kind": "input pin",
  "drt-initial-drc-count": 73,
  "setup_viol": 0,
  "gr-total-overflow": 0,
  "top_cells_by_area": "dfrtp_1 58%, mux2_1 5.6%, mux2_2 4.9%",
  "cts_buffers": 9,
  "track_usage_pct": 14.2,
  "crit_arrival_ns": 3.14,
  "core_um2": 7730,
  "hold_depth": 1,
  "root_buffer": "clkbuf_8",
  "layout_setup_ws_ns": 4.78,
  "post-cts-setup-buffers": 0,
  "hold_path_class": "register to register",
  "ir_worst_vdd_mv": 0.104,
  "syn2layout_area_growth_pct": 20.9,
  "tritoncts": "done",
  "clockPowerShare_pct": 39.5,
  "drv_cap": 0,
  "yosysChipArea_um2": 3200,
  "cp_max_fo": 34,
  "antenna_found_initial": 0,
  "portBuffers": 36,
  "drcViolationCount": 0,
  "cts_buffer_depth": 2,
  "finalCriticalPeriod_ns": 2.92,
  "fp_util_pct": 41.5,
  "clk_pin_slew_ns": 0.07,
  "hold_violations": 0,
  "cts_num_sinks": 74,
  "die_h_um": 91.5,
  "switching_share_pct": 22.6,
  "syn-cell-area_um2": 3200,
  "yosysTopAreaCellShare_pct": 57.8,
  "rsz0062_at_grt": "false",
  "async_reset_ff_share_pct": 100,
  "p_int_uw": 602,
  "drv_slew": 0,
  "cellLeakagePower_uw": 0.00182,
  "design_area_um2": 3870,
  "grt_pass1_wl_um": 9230,
  "synth_top_cell_by_count": "dfrtp_1"
}
[layer usage]
| layer | up-vias | part of all wire, % | GRT usage, % | wire (um) |
|---|---|---|---|---|
| met5 | - | 0 | 0 | 0 |
| met4 | 0 | 1.3 | 1.59 | 68 |
| met3 | 7 | 4.6 | 3.66 | 248 |
| met2 | 41 | 45 | 21.2 | 2400 |
| met1 | 978 | 50 | 22.8 | 2660 |
| li1 | 968 | - | - | - |
[kinds of logic after synthesis]
kind of cell               count (synthesis)  synth area share (%)
adders and majority gates                  4                  1.56
other                                      1                 0.117
buffers and inverters                     14                  2.11
AOI/OAI and AO/OA                         12                  2.03
muxes                                     31                  10.9
xor gates and xnor gates                  32                  8.75
DFF                                       74                  57.8
and+or+nand+nor                           84                  16.8
[through the flow]
step                total power, uW  utilization, %  hold WS [ns]
floorplan                       451               -         0.383
global placement                478            47.5         0.420
detailed placement              478            47.5         0.429
CTS                             789            50.1         0.439
global route                    815            50.1         0.458
finish                          778            50.1         0.432
[critical path, stage by stage]
cell and delay (ns):
clkdlybuf4s50_1 0.63, nand2b_1 0.17, buf_4 0.40, mux2_2 0.38
[final cells by class]
cell class / instances / area, um2
Clock buffer: 13 / 169
Clock inverter: 2 / 35.0
Fill cell: 673 / 3850
Inverter: 6 / 22.5
Multi-Input combinational cell: 165 / 1290
Sequential cell: 74 / 1850
Tap cell: 102 / 128
Timing Repair Buffer: 39 / 378
[power by group through the flow]
stage | Sequential [uW] | Combinational, uW | Clock (uW)
4_1_cts | 414 | 57.8 | 318
5_1_grt | 415 | 65.4 | 334
6_report | 414 | 56.3 | 307
[worst max path at each step]
stage	from	to	slack [ns]	cells after the start
CTS	ce	rd_reg[16]$_DFFE_PN0P_	4.79	4
global route	ce	rd_reg[12]$_DFFE_PN0P_	4.69	4
finish	ce	rd_reg[16]$_DFFE_PN0P_	4.78	4
[layout by cell type, fill, tap and decap left out, types with 6 or more instances in the layout]
cell and count:
o21ai_0 8, nand2_1 20, xor2_1 16, clkdlybuf4s50_1 35, mux2_2 14, and4_1 6, nor2_1 9, nand3_1 13
xnor2_1 16, nor4_2 6, dfrtp_1 74, mux2_1 16, clkbuf_8 12, nand4_1 10, inv_1 6, nor3_1 6
Power is estimated from default activity; no workload was simulated.
