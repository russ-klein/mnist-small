## flow/design.v

```verilog
`timescale 1ns/1ns
module addr_gen
    ( 
        CLK,
        RESETn,
        ADDR,
        LEN,
        SIZE,
        BURST,
        START,
        NEXT,
        ADDR_OUT
    );
    parameter p_size = 4;    
    input           CLK;
    input           RESETn;
    input  [11:0]   ADDR;
    input  [7:0]    LEN;
    input  [2:0]    SIZE;
    input  [1:0]    BURST;
    input           START;
    input           NEXT;
    output [11:0]   ADDR_OUT;
    reg    [11:0]   start_address;
    reg    [11:0]   current_address;
    reg    [11:0]   bytes_per_beat;
    reg    [11:0]   number_of_beats;
    reg    [11:0]   orig_bytes_per_beat;
    reg    [11:0]   orig_number_of_beats;
    reg             fixed;
    reg             incr;
    reg             wrap;
    reg    [11:0]   total_bytes;
    reg    [11:0]   fixed_mask;
    reg    [11:0]   var_mask;
    reg    [11:0]   count;
    reg    [31:0]   one = 32'h00000001;
    assign ADDR_OUT = ((start_address & fixed_mask) | (current_address & var_mask)); 
    always @(posedge CLK) begin
        if (RESETn == 0) begin
            start_address      <= 12'h000;
            current_address    <= 12'h000;
            bytes_per_beat     <= 12'h000;
            number_of_beats    <= 12'h000;
            fixed              <= 0;
            incr               <= 0;
            wrap               <= 0;
            total_bytes        <= 12'h000;
            fixed_mask         <= 12'h000;
            var_mask           <= 12'hFFF;
            count              <= 12'h000;
        end else begin
            if (START) begin
                start_address     <= ADDR;
                current_address   <= ADDR;
                orig_bytes_per_beat    <= (1 << SIZE);
                orig_number_of_beats   <= LEN + 1;
                bytes_per_beat    <= (1 << ((SIZE > p_size) ? p_size : SIZE));
                number_of_beats   <= (LEN + one) << ((SIZE > p_size) ? SIZE - p_size : 0);
                count             <= 0;
                fixed <= (BURST == 2'b00) ? 1 : 0;
                incr  <= (BURST == 2'b01) ? 1 : 0;
                wrap  <= (BURST == 2'b10) ? 1 : 0;
                if (BURST == 2'b10) begin 
                    total_bytes <=   (LEN + 1) << SIZE;
                    var_mask   <=   ((LEN + 1) << SIZE) - 1;
                    fixed_mask <= ~(((LEN + 1) << SIZE) - 1);
                end else begin
                    total_bytes <=   (LEN + 1) << SIZE;
                    var_mask   <=    12'hFFF;
                    fixed_mask <=    12'h000;
                end
            end else begin
                if (NEXT) begin
                    count <= count + 1;
                    if ((count + 1) < number_of_beats) begin
                        if (incr || wrap) current_address <= current_address + bytes_per_beat;
                    end 
                end
            end
        end
    end   
endmodule
`timescale 1ns/1ns
module axi_addr_latch
    ( 
            CLK,
            RESETN,
            MASTER,
            ID,
            ADDR,
            LEN,
            SIZE,
            BURST,
            LOCK,
            CACHE,
            PROT,
            VALID,
            READY,
            O_MASTER,
            O_ID,
            O_ADDR,
            O_LAST,
            O_VALID,
            O_READY
    );
    parameter masters = 4;    
    parameter width = 22;     
    parameter p_size = 4;     
    input                           CLK;
    input                           RESETN;
    input  [masters-1:0]            MASTER;
    input  [7-1:0]     ID;
    input  [width-1:0]              ADDR;
    input  [8-1:0]          LEN;
    input  [3-1:0]         SIZE;
    input  [2-1:0]        BURST;
    input  [1-1:0]         LOCK;
    input  [4-1:0]        CACHE;
    input  [3-1:0]         PROT;
    input                           VALID;
    output                          READY;
    output [masters-1:0]            O_MASTER;
    output [7-1:0]     O_ID;
    output [width-1:0]              O_ADDR;
    output                          O_LAST;
    output                          O_VALID;
    input                           O_READY;
    wire   [(masters + 7 + width + 8 + 3 + 2 + 1 + 4 + 3)-1:0]        fifo_in;
    wire   [(masters + 7 + width + 8 + 3 + 2 + 1 + 4 + 3)-1:0]        fifo_out;
    wire                            full;
    wire                            cycle_ready;
    reg    [masters-1:0]            L_MASTER;
    reg    [7-1:0]     L_ID;
    reg    [width-1:0]              L_ADDR;
    reg    [8-1:0]          L_LEN;
    reg    [3-1:0]         L_SIZE;
    reg    [2-1:0]        L_BURST;
    reg    [1-1:0]         L_LOCK;
    reg    [4-1:0]        L_CACHE;
    reg    [3-1:0]         L_PROT;
    reg                             send_req;
    reg    [width-1:12]             addr_high_bits;
    reg    [11:0]                   addr_low_bits;
    reg    [(128/8)-1:0]         byte_enables;
    reg                             handling_cycle;
    reg    [4:0]                    number_of_beats;
    reg    [9:0]                    count;
    reg    [9:0]                    bytes_per_beat;
    reg                             start_of_cycle;
    reg    [31:0]                   one  = 32'h00000001;
    reg    [31:0]                   zero = 32'h00000000;
    reg                             fifo_ack;
    reg                             next;
    reg                             last;
    reg                             o_valid;
    assign fifo_in = { MASTER, ID, ADDR, LEN, SIZE, BURST, LOCK, CACHE, PROT };
    assign READY = !full;
    assign { L_MASTER, L_ID, L_ADDR, L_LEN, L_SIZE, L_BURST, L_LOCK, L_CACHE, L_PROT } = fifo_out;
    assign O_MASTER           = L_MASTER;
    assign O_ID               = L_ID;
    assign O_ADDR[width-1:12] = addr_high_bits;
    assign O_ADDR[11:0]       = addr_low_bits;
    assign O_VALID            = o_valid;
    bus_fifo #((masters + 7 + width + 8 + 3 + 2 + 1 + 4 + 3)) fifo0 (
            .CLK         (CLK), 
            .RESET_N     (RESETN), 
            .DATA_STROBE (VALID), 
            .DATA_IN     (fifo_in), 
            .DATA_READY  (cycle_ready), 
            .DATA_OUT    (fifo_out), 
            .DATA_ACK    (next & last), 
            .FULL        (full)
    );
    axi_byte_enables be0 (
            .ADDR        (addr_low_bits),
            .SIZE        (L_SIZE),
            .BE          (byte_enables)
    );
    addr_gen #(p_size) addr_gen_sram (
            .CLK         (CLK),
            .RESETn      (RESETN),
            .ADDR        (L_ADDR[11:0]), 
            .LEN         (L_LEN), 
            .SIZE        (L_SIZE), 
            .BURST       (L_BURST), 
            .START       (start_of_cycle), 
            .NEXT        (next), 
            .ADDR_OUT    (addr_low_bits)
    );
    assign last = ((count + 1 == number_of_beats) && handling_cycle) ? 1 : 0;
    assign O_LAST = last;
    always @(posedge CLK) begin
        if (!RESETN) begin
            o_valid <= 0;
            next <= 0;
        end else begin
            if (send_req) o_valid <= 1;
            if (o_valid && O_READY) begin
                o_valid <= 0;
                next <= 1;
            end
            if (next) next <= 0;
        end
    end
    always @(posedge CLK) begin
        if (!RESETN) begin
            handling_cycle <= 1'b0;
            fifo_ack <= 1'b0;
            send_req <= 1'b0;
            addr_high_bits <= {width-12 {1'b0}};
            start_of_cycle <= 1'b0;
            bytes_per_beat <= 10'b0000000000;
            number_of_beats <= 5'b00000;
            count <= zero;
            fifo_ack <= 1'b0;
            send_req <= 1'b0;
        end else begin
            if (!handling_cycle && cycle_ready) begin
                handling_cycle <= 1;
                start_of_cycle <= 1;
                addr_high_bits <= L_ADDR[width-1:12];
                bytes_per_beat <= (1 << ((L_SIZE > p_size) ? p_size : L_SIZE));
                number_of_beats <= (L_LEN + one) << ((L_SIZE > p_size) ? L_SIZE - p_size : 0);
                count <= zero;
                fifo_ack <= 1;
                send_req <= 1;
            end else begin
                start_of_cycle <= 0;
                fifo_ack <= 0;
                send_req <= 0;
            end
            if (next) begin  
               if ((count + 1) < number_of_beats) begin
                   count <= count + 1;
                   send_req <= 1;
               end else begin 
                   handling_cycle <= 0;
               end
            end
        end 
    end 
endmodule
`timescale 1ns/1ns
module axi_byte_enables
    (
        ADDR,
        SIZE,
        BE
    );
    input  [11:0]   ADDR;
    input  [2:0]    SIZE;
    output [15:0]   BE;
    reg    [15:0]   LOCAL_BE;
    assign BE = LOCAL_BE;
    always @(ADDR, SIZE) begin
    case (SIZE)
    3'b000   : begin
                 case (ADDR[3:0])
                 4'b0000  : LOCAL_BE <= 16'b0000000000000001;
                 4'b0001  : LOCAL_BE <= 16'b0000000000000010;
                 4'b0010  : LOCAL_BE <= 16'b0000000000000100;
                 4'b0011  : LOCAL_BE <= 16'b0000000000001000;
                 4'b0100  : LOCAL_BE <= 16'b0000000000010000;
                 4'b0101  : LOCAL_BE <= 16'b0000000000100000;
                 4'b0110  : LOCAL_BE <= 16'b0000000001000000;
                 4'b0111  : LOCAL_BE <= 16'b0000000010000000;
                 4'b1000  : LOCAL_BE <= 16'b0000000100000000;
                 4'b1001  : LOCAL_BE <= 16'b0000001000000000;
                 4'b1010  : LOCAL_BE <= 16'b0000010000000000;
                 4'b1011  : LOCAL_BE <= 16'b0000100000000000;
                 4'b1100  : LOCAL_BE <= 16'b0001000000000000;
                 4'b1101  : LOCAL_BE <= 16'b0010000000000000;
                 4'b1110  : LOCAL_BE <= 16'b0100000000000000;
                 4'b1111  : LOCAL_BE <= 16'b1000000000000000;
                 default  : LOCAL_BE <= 16'b1111111111111111;
                 endcase
              end
    3'b001   : begin
                 case (ADDR[3:0])
                 4'b0000  : LOCAL_BE <= 16'b0000000000000011;
                 4'b0001  : LOCAL_BE <= 16'b0000000000000110;
                 4'b0010  : LOCAL_BE <= 16'b0000000000001100;
                 4'b0011  : LOCAL_BE <= 16'b0000000000011000;
                 4'b0100  : LOCAL_BE <= 16'b0000000000110000;
                 4'b0101  : LOCAL_BE <= 16'b0000000001100000;
                 4'b0110  : LOCAL_BE <= 16'b0000000011000000;
                 4'b0111  : LOCAL_BE <= 16'b0000000110000000;
                 4'b1000  : LOCAL_BE <= 16'b0000001100000000;
                 4'b1001  : LOCAL_BE <= 16'b0000011000000000;
                 4'b1010  : LOCAL_BE <= 16'b0000110000000000;
                 4'b1011  : LOCAL_BE <= 16'b0001100000000000;
                 4'b1100  : LOCAL_BE <= 16'b0011000000000000;
                 4'b1101  : LOCAL_BE <= 16'b0110000000000000;
                 4'b1110  : LOCAL_BE <= 16'b1100000000000000;
                 4'b1111  : LOCAL_BE <= 16'b1000000000000000;
                 default  : LOCAL_BE <= 16'b1111111111111111;
                 endcase
              end
    3'b010   : begin
                 case (ADDR[3:0])
                 4'b0000  : LOCAL_BE <= 16'b0000000000001111;
                 4'b0001  : LOCAL_BE <= 16'b0000000000011110;
                 4'b0010  : LOCAL_BE <= 16'b0000000000111100;
                 4'b0011  : LOCAL_BE <= 16'b0000000001111000;
                 4'b0100  : LOCAL_BE <= 16'b0000000011110000;
                 4'b0101  : LOCAL_BE <= 16'b0000000111100000;
                 4'b0110  : LOCAL_BE <= 16'b0000001111000000;
                 4'b0111  : LOCAL_BE <= 16'b0000011110000000;
                 4'b1000  : LOCAL_BE <= 16'b0000111100000000;
                 4'b1001  : LOCAL_BE <= 16'b0001111000000000;
                 4'b1010  : LOCAL_BE <= 16'b0011110000000000;
                 4'b1011  : LOCAL_BE <= 16'b0111100000000000;
                 4'b1100  : LOCAL_BE <= 16'b1111000000000000;
                 4'b1101  : LOCAL_BE <= 16'b1110000000000000;
                 4'b1110  : LOCAL_BE <= 16'b1100000000000000;
                 4'b1111  : LOCAL_BE <= 16'b1000000000000000;
                 default  : LOCAL_BE <= 16'b1111111111111111;
                 endcase
              end
    3'b011   : begin
                 case (ADDR[3:0])
                 4'b0000  : LOCAL_BE <= 16'b0000000011111111;
                 4'b0001  : LOCAL_BE <= 16'b0000000111111110;
                 4'b0010  : LOCAL_BE <= 16'b0000001111111100;
                 4'b0011  : LOCAL_BE <= 16'b0000011111111000;
                 4'b0100  : LOCAL_BE <= 16'b0000111111110000;
                 4'b0101  : LOCAL_BE <= 16'b0001111111100000;
                 4'b0110  : LOCAL_BE <= 16'b0011111111000000;
                 4'b0111  : LOCAL_BE <= 16'b0111111110000000;
                 4'b1000  : LOCAL_BE <= 16'b1111111100000000;
                 4'b1001  : LOCAL_BE <= 16'b1111111000000000;
                 4'b1010  : LOCAL_BE <= 16'b1111110000000000;
                 4'b1011  : LOCAL_BE <= 16'b1111100000000000;
                 4'b1100  : LOCAL_BE <= 16'b1111000000000000;
                 4'b1101  : LOCAL_BE <= 16'b1110000000000000;
                 4'b1110  : LOCAL_BE <= 16'b1100000000000000;
                 4'b1111  : LOCAL_BE <= 16'b1000000000000000;
                 default  : LOCAL_BE <= 16'b1111111111111111;
                 endcase
              end
    default : begin
                 LOCAL_BE <= 16'b1111111111111111;
              end
    endcase
    end
endmodule
`timescale 1ns/1ns
module bus_fifo
    (
        CLK,
        RESET_N,
        DATA_STROBE,
        DATA_IN,
        DATA_READY,
        DATA_OUT,
        DATA_ACK,
        FULL
    );
    parameter width = 8;
    parameter depth = 8;
    input               CLK;
    input               RESET_N;
    input               DATA_STROBE;
    input  [width-1:0]  DATA_IN;
    output              DATA_READY;
    output [width-1:0]  DATA_OUT;
    input               DATA_ACK;
    output              FULL;
    reg    [width-1:0]  fifo_mem[(1<<depth)-1:0];
    reg    [depth-1:0]  input_pointer;
    reg    [depth-1:0]  output_pointer;
    wire                empty;
    wire   [depth:0]    input_pointer_plus_one;
    assign empty = (input_pointer == output_pointer) ? 1'b1 : 1'b0;
    assign FULL  = (input_pointer_plus_one == output_pointer) ? 1'b1 : 1'b0;
    assign DATA_READY = !empty;
    assign input_pointer_plus_one = input_pointer + 1;
    assign DATA_OUT = (empty) ? 0 : fifo_mem[output_pointer];
    always @(posedge CLK or negedge RESET_N) begin
        if (!RESET_N) begin 
            input_pointer <= 32'h00000000;
            output_pointer <= 32'h00000000;
        end else begin
            if (DATA_STROBE & !FULL) begin
                fifo_mem[input_pointer] <= DATA_IN;
                input_pointer <= input_pointer + 32'h00000001;
            end
            if (DATA_ACK & !empty) begin
                output_pointer <= output_pointer + 32'h00000001;
            end
        end
    end
endmodule
```

## flow/run.sh

```bash
#!/bin/bash
# OpenROAD 26Q1-2900-gdf79404cd8, Yosys 0.63+post, stock flow scripts
make -C /OpenROAD-flow-scripts/flow DESIGN_CONFIG=/design/flow/config.mk WORK_HOME=/design/flow/orfs finish
```

## flow/config.mk

```make
export PLATFORM = sky130hd
export DESIGN_NAME = axi_addr_latch
export DESIGN_NICKNAME = axi_addr_latch
export VERILOG_FILES = /design/flow/design.v
export SDC_FILE = /design/flow/constraint.sdc
export NUM_CORES = 4
export LEC_CHECK = 1
export CORE_UTILIZATION = 40
```

## flow/constraint.sdc

```tcl
current_design axi_addr_latch

set clk_period 18.5
set clk_io_pct 0.2

create_clock -name clk0 -period $clk_period [get_ports {CLK}]

set non_clock_inputs [all_inputs -no_clocks]
set_input_delay [expr $clk_period * $clk_io_pct] -clock clk0 $non_clock_inputs
set_output_delay [expr $clk_period * $clk_io_pct] -clock clk0 [all_outputs]
```

==> run summary <==
Here are the numbers from the latest Yosys + OpenROAD run.

Yosys printed 6 warnings. Counting every sink on the clock net gives roughly 12,000. The tool reported: "[ERROR GRT-0116] Global routing finished with congestion. Check the congestion regions in the DRC Viewer". The row count came out at 383. The maximum number of pins on one net before global-route repair came out at between 150 and 200. The count of library flops with an enable pin came out at 11,800. The via count of the first global-routing pass is roughly 390k. The number of standard cells reported by yosys came out at 25,000. Per the run summary, the flow got no further than global routing (5_1_grt). The biggest area contributor in the post-synthesis netlist is sky130_fd_sc_hd__edfxtp_1.

The number of standard cells after synthesis is between 20,000 and 25,000. The post-synthesis sequential area ratio is 81.5%. In this run the clock root is driven by a sky130_fd_sc_hd__clkbuf_16. After synthesis, the cell types taking the most area are sky130_fd_sc_hd__edfxtp_1, sky130_fd_sc_hd__a22oi_1, sky130_fd_sc_hd__nand2_1. The number of buffers inserted by port buffering came out at approximately 85. The routability congestion estimate is around 1.2. The clock passes through at most 6 buffers. The post-synthesis share of cell area spent on and, or, nand and nor gates is under 10%.

The count of instances resized after the clock tree is built is 0. The share of synthesized area in the top cell type comes to between 80% and 90%. The number of CTS-inserted buffers came out at roughly 1,400. The count of distinct cell types in the synthesized netlist came out at about 110.

The first global-routing pass estimated slightly above 5,000,000 um of wire. The number of H-tree levels came out at 7. Each instance of the synthesized netlist takes up on average 17.5 sq um. After Yosys synthesis, XOR and XNOR cells account for less than 1% of the synthesized area.

The aggregate global-route resource usage is ~83%. Of the post-synthesis cell area, the part taken by muxes is 0.310%. The number of synthesized register bits came out at 11,900. The run stopped with a tool error. The initial standard-cell utilization of the core came out at approximately two fifths. Hold repair after CTS inserted 0 buffers. The global route total overflow is around 76. The share of flip-flops with an asynchronous set or reset after synthesis is less than 1%. The biggest combinational cell group after synthesis is AND-OR/OR-AND gates. Looking at the cell usage after synthesis, the top flip-flop cell is sky130_fd_sc_hd__edfxtp_1. The height of the die is roughly 1000 um. The Yosys chip area came out at between 400,000 and 500,000 sq um. The synthesized-area fraction occupied by adder cells came out at less than 1%. In this run the count of I/O pins placed on the die edge is 94. The half-perimeter wire length after detailed placement came out at around 2,700,000 um. The cell area that synthesis handed to floorplanning was about 440,000 sq um. Buffers added to address setup during post-CTS repair amount to 0. The floorplan step set the die width to roughly 1000 um.

The aoi/oai-family share of the synthesized area came out at 10.8%. Prior to clock tree synthesis, the placed netlist has a worst setup slack of around 6000 ps. After detailed placement, the design holds a cell count of 41,600.
## per-layer routing
metal / GRT overflow / global-route usage [%]
met5: 1 / 75.1
met4: 14 / 76.3
met3: 23 / 82.9
met2: 20 / 90.0
met1: 18 / 78.6
## metrics by stage
| step | hold slack [ps] | power, mW | area [sq um] | utilization (%) |
|---|---|---|---|---|
| 2_1_floorplan | 422 | 31.1 | 437000 | - |
| 3_3_place_gp | 439 | 32.9 | 483000 | 44.3 |
| 3_5_place_dp | 437 | 32.9 | 483000 | 44.3 |
| 4_1_cts | 449 | 58.6 | 524000 | 48.2 |
## cells in the mapped netlist (32+ instances only)
cell type / number
sky130_fd_sc_hd__a222oi_1: 58
sky130_fd_sc_hd__mux2i_1: 69
sky130_fd_sc_hd__xnor2_1: 39
sky130_fd_sc_hd__buf_1: 370
sky130_fd_sc_hd__nand3_1: 592
sky130_fd_sc_hd__buf_2: 221
sky130_fd_sc_hd__a31oi_1: 60
sky130_fd_sc_hd__a211oi_1: 60
sky130_fd_sc_hd__and3_1: 160
sky130_fd_sc_hd__a22o_1: 204
sky130_fd_sc_hd__dfxtp_1: 112
sky130_fd_sc_hd__a221oi_1: 71
sky130_fd_sc_hd__clkbuf_1: 909
sky130_fd_sc_hd__edfxtp_1: 11800
sky130_fd_sc_hd__o211ai_1: 39
sky130_fd_sc_hd__nand2_1: 1698
sky130_fd_sc_hd__inv_1: 50
sky130_fd_sc_hd__nor2_1: 736
sky130_fd_sc_hd__or4_1: 36
sky130_fd_sc_hd__nor3_1: 319
sky130_fd_sc_hd__o21ai_0: 154
sky130_fd_sc_hd__o22ai_1: 82
sky130_fd_sc_hd__a22oi_1: 4906
sky130_fd_sc_hd__a21oi_1: 161
sky130_fd_sc_hd__nand4_1: 661
sky130_fd_sc_hd__a32o_1: 38
sky130_fd_sc_hd__o32ai_1: 34
sky130_fd_sc_hd__ha_1: 36
sky130_fd_sc_hd__mux2_2: 59
sky130_fd_sc_hd__nor2b_1: 51
sky130_fd_sc_hd__nand3b_1: 71
sky130_fd_sc_hd__and2_1: 50
sky130_fd_sc_hd__and4_1: 37
sky130_fd_sc_hd__nor3b_1: 32
sky130_fd_sc_hd__nor4_1: 324
sky130_fd_sc_hd__a32oi_1: 109
sky130_fd_sc_hd__a2111oi_0: 73
## logic make-up after synthesis
| kind of cell | Yosys count |
|---|---|
| xor+xnor | 69 |
| fa+ha+maj | 37 |
| simple gates | 4942 |
| mux | 128 |
| compound gates | 6287 |
| flops | 11900 |
| buf+inv | 1597 |
Power is estimated from default activity; no workload was simulated.
