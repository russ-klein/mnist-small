$ cat flow/design.v
`timescale 1ns/1ns
module uart_pl01x (
      input          CLOCK,
      input          RESETn,
      input  [11:2]  READ_ADDRESS,
      output [31:0]  READ_DATA,
      input          OE,
      input  [11:2]  WRITE_ADDRESS,
      input  [31:0]  WRITE_DATA,
      input          WE,
      input  [3:0]   BE,
      input          CTS,
      input          DSR,
      input          DCD,
      input          RI,
      output         RTS,
      output         DTR,
      output         OUT,
      input          RXD,
      output         TXD,
      input[7:0]     char_in_from_tbx,
      input          input_strobe,
      output[7:0]    char_out_to_tbx,
      output         output_strobe
    );
    parameter        wait_states = 3; 
    reg [7:0]        outgoing_byte;
    reg              out_strobe;
    wire [11:0]      addr;
    reg  [15:0]      reg_bank [1023:0];
    wire [7:0]       uartDIN;
    wire             uartOE;
    wire             uartBE;
    wire             uartPE;
    wire             uartFE;
    wire             uartRI;
    wire             uartTXFE;
    wire             uartRXFF;
    wire             uartTXFF;
    wire             uartRXFE;
    wire             uartBUSY;
    wire             uartDCD;
    wire             uartDSR;
    wire             uartCTS;
    wire             uartSPS;
    wire [1:0]       uartWLEN;
    wire             uartFEN;
    wire             uartSTP2;
    wire             uartEPS;
    wire             uartPEN;
    wire             uartBRK;
    wire             uartCTSEn;
    wire             uartRTSEn;
    wire             uartOut2;
    wire             uartOut1;
    wire             uartRTS;
    wire             uartDTR;
    wire             uartRXE;
    wire             uartTXE;
    wire             uartLBE;
    wire             uartSIRLP;
    wire             uartSIREN;
    wire             uartUARTEN;
    wire [2:0]       uartRXIFLSEL;
    wire [2:0]       uartTXIFLSEL;
    wire             uartOEIM;
    wire             uartBEIM;
    wire             uartPEIM;
    wire             uartFEIM;
    wire             uartRTIM;
    wire             uartTXIM;
    wire             uartRXIM;
    wire             uartDSRMIM;
    wire             uartDCDMIM;
    wire             uartCTSMEM;
    wire             uartRIMIM;
    wire             uartOERIS;
    wire             uartBERIS;
    wire             uartPERIS;
    wire             uartFERIS;
    wire             uartRTRIS;
    wire             uartTXRIS;
    wire             uartRXRIS;
    wire             uartDSRRMIS;
    wire             uartDCDRMIS;
    wire             uartCTSRMIS;
    wire             uartRIRMIS;
    wire             uartOEMIS;
    wire             uartBEMIS;
    wire             uartPEMIS;
    wire             uartFEMIS;
    wire             uartRTMIS;
    wire             uartTXMIS;
    wire             uartRXMIS;
    wire             uartDSRMMIS;
    wire             uartDCDMMIS;
    wire             uartCTSMMIS;
    wire             uartRIMMIS;
    wire             uartDMAONERR;
    wire             uartTXDMAE;
    wire             uartRXDMAE;
    reg [31:0]       data_out;
    reg              write_data = 1'b0;
    reg              write_ctrl = 1'b0;
    reg              sel_en = 1'b0;
    reg              pending_write = 1'b0;
    reg [9:0]        waddr;
    wire [7:0]       fifo_output;
    wire [7:0]       buffered_keyboard_input;
    wire             keyboard_data_ready;
    reg              keyclick_ack;
    reg              key_read;
    bus_fifo char_in_buffer (
        .CLK          (CLOCK),
        .RESET_N      (RESETn),
        .DATA_STROBE  (input_strobe),
        .DATA_IN      (char_in_from_tbx),
        .FULL         (open),
        .DATA_READY   (keyboard_data_ready),
        .DATA_OUT     (fifo_output),
        .DATA_ACK     (keyclick_ack)
    );
    assign buffered_keyboard_input = (keyboard_data_ready) ? fifo_output : 8'h00;
    assign char_out_to_tbx = outgoing_byte;
    assign output_strobe   = out_strobe;
    assign   uartDIN       = reg_bank[10'h000][7:0];
    assign   uartOE        = reg_bank[10'h000][11];
    assign   uartBE        = reg_bank[10'h000][10];
    assign   uartPE        = reg_bank[10'h000][9];
    assign   uartFE        = reg_bank[10'h000][8];
    assign   uartRI        = reg_bank[10'h006][8];
    assign   uartTXFE      = reg_bank[10'h006][7];
    assign   uartRXFF      = reg_bank[10'h006][6];
    assign   uartTXFF      = reg_bank[10'h006][5];
    assign   uartRXFE      = reg_bank[10'h006][4];
    assign   uartBUSY      = reg_bank[10'h006][3];
    assign   uartDCD       = reg_bank[10'h006][2];
    assign   uartDSR       = reg_bank[10'h006][1];
    assign   uartCTS       = reg_bank[10'h006][0];
    assign   uartSPS       = reg_bank[10'h00B][7];
    assign   uartWLEN      = reg_bank[10'h00B][6:5];
    assign   uartFEN       = reg_bank[10'h00B][4];
    assign   uartSTP2      = reg_bank[10'h00B][3];
    assign   uartEPS       = reg_bank[10'h00B][2];
    assign   uartPEN       = reg_bank[10'h00B][1];
    assign   uartBRK       = reg_bank[10'h00B][0];
    assign   uartCTSEn     = reg_bank[10'h00C][15];
    assign   uartRTSEn     = reg_bank[10'h00C][14];
    assign   uartOut2      = reg_bank[10'h00C][13];
    assign   uartOut1      = reg_bank[10'h00C][12];
    assign   uartRTS       = reg_bank[10'h00C][11];
    assign   uartDTR       = reg_bank[10'h00C][10];
    assign   uartRXE       = reg_bank[10'h00C][9];
    assign   uartTXE       = reg_bank[10'h00C][8];
    assign   uartLBE       = reg_bank[10'h00C][7];
    assign   uartSIRLP     = reg_bank[10'h00C][2];
    assign   uartSIREN     = reg_bank[10'h00C][1];
    assign   uartUARTEN    = reg_bank[10'h00C][0];
    assign   uartRXIFLSEL  = reg_bank[10'h00D][5:3];
    assign   uartTXIFLSEL  = reg_bank[10'h00D][2:0];
    assign   uartOEIM      = reg_bank[10'h00E][10];
    assign   uartBEIM      = reg_bank[10'h00E][9];
    assign   uartPEIM      = reg_bank[10'h00E][8];
    assign   uartFEIM      = reg_bank[10'h00E][7];
    assign   uartRTIM      = reg_bank[10'h00E][6];
    assign   uartTXIM      = reg_bank[10'h00E][5];
    assign   uartRXIM      = reg_bank[10'h00E][4];
    assign   uartDSRMIM    = reg_bank[10'h00E][3];
    assign   uartDCDMIM    = reg_bank[10'h00E][2];
    assign   uartCTSMEM    = reg_bank[10'h00E][1];
    assign   uartRIMIM     = reg_bank[10'h00E][0];
    assign   uartOERIS     = reg_bank[10'h00F][10];
    assign   uartBERIS     = reg_bank[10'h00F][9];
    assign   uartPERIS     = reg_bank[10'h00F][8];
    assign   uartFERIS     = reg_bank[10'h00F][7];
    assign   uartRTRIS     = reg_bank[10'h00F][6];
    assign   uartTXRIS     = reg_bank[10'h00F][5];
    assign   uartRXRIS     = reg_bank[10'h00F][4];
    assign   uartDSRRMIS   = reg_bank[10'h00F][3];
    assign   uartDCRDMIS   = reg_bank[10'h00F][2];
    assign   uartCTSRMIS   = reg_bank[10'h00F][1];
    assign   uartRIRMIS    = reg_bank[10'h00F][0];
    assign   uartOEMIS     = reg_bank[10'h010][10];
    assign   uartBEMIS     = reg_bank[10'h010][9];
    assign   uartPEMIS     = reg_bank[10'h010][8];
    assign   uartFEMIS     = reg_bank[10'h010][7];
    assign   uartRTMIS     = reg_bank[10'h010][6];
    assign   uartTXMIS     = reg_bank[10'h010][5];
    assign   uartRXMIS     = reg_bank[10'h010][4];
    assign   uartDSMRMIS   = reg_bank[10'h010][3];
    assign   uartDCMDMIS   = reg_bank[10'h010][2];
    assign   uartCTSMMIS   = reg_bank[10'h010][1];
    assign   uartRIMMIS    = reg_bank[10'h010][0];
    assign   uartDMAONERR  = reg_bank[10'h012][2];
    assign   uartTXDMAE    = reg_bank[10'h012][1];
    assign   uartRXDMAE    = reg_bank[10'h012][0];
    assign   uartMIS       = reg_bank[10'h00F] & reg_bank[10'h00E];
    assign   addr          = READ_ADDRESS;
    assign   waddr         = WRITE_ADDRESS;
    assign READ_DATA = data_out;
    assign data_out = (addr == 10'h000) ? buffered_keyboard_input : reg_bank[addr];
    always @(posedge CLOCK) begin
        if (!RESETn) begin  
            reg_bank[10'h000]    <= 8'h00; 
            reg_bank[10'h001]     <= 4'h0; 
            reg_bank[10'h006]      <= 9'b010010000;
            reg_bank[10'h008]    <= 8'h00;
            reg_bank[10'h009]    <= 16'h0000;
            reg_bank[10'h00A]    <= 6'b000000;
            reg_bank[10'h00B]   <= 8'h00;
            reg_bank[10'h00C]      <= 16'h0300;
            reg_bank[10'h00D]    <= 6'b010010;
            reg_bank[10'h00E]    <= 11'h000;
            reg_bank[10'h00F]     <= 11'h000;
            reg_bank[10'h012]   <= 3'b000;
            keyclick_ack  <= 1'b0;
            key_read      <= 1'b0;
        end else begin
           reg_bank[10'h006][4] <= !keyboard_data_ready;
           if (OE && addr == 10'h000) begin
               key_read <= 1'b1;
           end
           if (!OE) begin
               if (key_read == 1'b1) begin
                   keyclick_ack <= 1'b1;
                   key_read <= 1'b0;
               end
               if (keyclick_ack == 1'b1) begin
                   keyclick_ack <= 1'b0;
               end
           end
           if (out_strobe) out_strobe <= 1'b0;
           if (WE) begin
              case (waddr) 
                  10'h000 : begin 
                              outgoing_byte  <= WRITE_DATA;
                              out_strobe     <= 1'b1;
                            end
                  10'h001 : reg_bank[10'h001]    <= 4'h0;
                  10'h008 : reg_bank[10'h008]   <= WRITE_DATA;
                  10'h009 : reg_bank[10'h009]   <= WRITE_DATA;
                  10'h00A : reg_bank[10'h00A]   <= WRITE_DATA;
                  10'h00B : reg_bank[10'h00B]  <= WRITE_DATA;
                  10'h00C : reg_bank[10'h00C]     <= WRITE_DATA;
                  10'h00D : reg_bank[10'h00D]   <= WRITE_DATA;
                  10'h00E : reg_bank[10'h00E]   <= WRITE_DATA;
                  10'h011 : reg_bank[10'h00F]    <= reg_bank[10'h00F] & (~WRITE_DATA);
                  10'h012 : reg_bank[10'h012]  <= WRITE_DATA;
              endcase
           end 
        end
    end
endmodule
`timescale 1ns/1ns
module bus_fifo
    (
        CLK,
        RESET_N,
        DATA_STROBE,
        DATA_IN,
        DATA_READY,
        DATA_OUT,
        DATA_ACK,
        FULL
    );
    parameter width = 8;
    parameter depth = 8;
    input               CLK;
    input               RESET_N;
    input               DATA_STROBE;
    input  [width-1:0]  DATA_IN;
    output              DATA_READY;
    output [width-1:0]  DATA_OUT;
    input               DATA_ACK;
    output              FULL;
    reg    [width-1:0]  fifo_mem[(1<<depth)-1:0];
    reg    [depth-1:0]  input_pointer;
    reg    [depth-1:0]  output_pointer;
    wire                empty;
    wire   [depth:0]    input_pointer_plus_one;
    assign empty = (input_pointer == output_pointer) ? 1'b1 : 1'b0;
    assign FULL  = (input_pointer_plus_one == output_pointer) ? 1'b1 : 1'b0;
    assign DATA_READY = !empty;
    assign input_pointer_plus_one = input_pointer + 1;
    assign DATA_OUT = (empty) ? 0 : fifo_mem[output_pointer];
    always @(posedge CLK or negedge RESET_N) begin
        if (!RESET_N) begin 
            input_pointer <= 32'h00000000;
            output_pointer <= 32'h00000000;
        end else begin
            if (DATA_STROBE & !FULL) begin
                fifo_mem[input_pointer] <= DATA_IN;
                input_pointer <= input_pointer + 32'h00000001;
            end
            if (DATA_ACK & !empty) begin
                output_pointer <= output_pointer + 32'h00000001;
            end
        end
    end
endmodule
$ cat flow/run.sh
#!/bin/bash
# OpenROAD 26Q1-2900-gdf79404cd8, Yosys 0.63+post, stock flow scripts
make -C /OpenROAD-flow-scripts/flow DESIGN_CONFIG=/design/flow/config.mk WORK_HOME=/design/flow/orfs finish
$ cat flow/config.mk
export PLATFORM = sky130hd
export DESIGN_NAME = uart_pl01x
export DESIGN_NICKNAME = uart_pl01x
export VERILOG_FILES = /design/flow/design.v
export SDC_FILE = /design/flow/constraint.sdc
export NUM_CORES = 4
export LEC_CHECK = 1
export CORE_UTILIZATION = 40
$ cat flow/constraint.sdc
current_design uart_pl01x

set clk_period 14.5
set clk_io_pct 0.2

create_clock -name clk0 -period $clk_period [get_ports {CLOCK}]

set non_clock_inputs [all_inputs -no_clocks]
set_input_delay [expr $clk_period * $clk_io_pct] -clock clk0 $non_clock_inputs
set_output_delay [expr $clk_period * $clk_io_pct] -clock clk0 [all_outputs]
==> flow_summary.rst <==
Implementation results
======================

.. list-table::
   :header-rows: 1

   * - Metric
     - Value
   * - Min-Delay Endpoint
     - reg_bank[15][8]
   * - Number of vias in the routed layout
     - between 60k and 70k
   * - Simple-gate share of the synthesized area
     - 0.0689
   * - Most used DFF post-synth
     - edfxtp_1
   * - Endpoints failing setup
     - 0
   * - Avg Vias per Cell
     - 7.14
   * - Post-synthesis compound-gate area fraction
     - 0.131
   * - Crit-path cells
     - buf_4 -> buf_4 -> nand4b_1 -> buf_4 -> buf_4 -> nor2_1 -> buf_4 -> a22oi_1 -> nand4_1 -> nor3_1 -> nand4_1 -> nor4_1 -> nand4_1 -> a221o_1 -> clkdlybuf4s50_1
   * - Routed Antenna Nets
     - 0
   * - Hold Crit Start
     - reg_bank[15][8]
   * - Cell type with the largest total area
     - edfxtp_1
   * - Final number of max-transition violations
     - 2
   * - Crit-path max cell delay
     - 0.85 ns
   * - Synthesized instance count
     - between 5k and 6k
   * - CTS buffer count
     - between 200 and 250
   * - Worst hold path stage count
     - 2
   * - Share of synthesized area spent on multiplexers
     - 0.0151
   * - TritonCTS clock tree
     - yes
   * - # hold bufs at CTS
     - 0
   * - Weighted congestion at the end of routability-driven global placement
     - around 1.2
   * - Port buffer count
     - between 70 and 80
   * - Fill cell count
     - between 15k and 20k
   * - CTS resizes
     - 0
   * - Share of the synthesized netlist area taken by xor and xnor gates
     - 0.00306
   * - Total Neg Setup Slack
     - 0 ns
   * - # clock sinks
     - between 2k and 2.5k
   * - End of the worst register-to-register path
     - char_in_buffer.fifo_mem[158][2]
   * - Share of synthesized registers carrying an async set or reset
     - 0.00721
   * - Class of the most critical setup path
     - flip-flop to output pin
   * - Post-route cell area
     - 102000 um2
   * - Placeable core area
     - between 200000 and 250000 um2
   * - Data required time at the worst endpoint
     - about 12 ns
   * - Post-CTS Setup Bufs
     - 0
   * - Number of hold violations in the final report
     - 0
   * - Overall chip area
     - 216000 um2
   * - Adder-cell share of the synthesized area
     - 0.00117
   * - Vertical extent of the die
     - around 470 um
   * - Violations in the final reports
     - slew limit
   * - Cell with the most instances on the worst path
     - buf_4
   * - Cell total after placement
     - roughly 8.7k
   * - Post-synthesis cell area
     - 85800 um2
   * - Post-synthesis cell type count
     - slightly below 80
   * - Number of warnings reported in the yosys synthesis log
     - ~16k
   * - Synth cell count leaders
     - edfxtp_1 (2057), a22oi_1 (583), nor2_1 (477)
   * - FF-to-FF setup slack
     - 9.12 ns
   * - Global routing usage summed across all routing layers
     - 0.562
   * - Worst r2r path cells
     - 9
   * - Final setup slack of the worst path
     - 3.51 ns
   * - Total number of placement rows
     - roughly 170
   * - Number of remaining DRC errors
     - 0
   * - Seq/Total Area, Yosys
     - 0.759
   * - Outcome
     - finished with violations
   * - Final min period
     - 10.99 ns
   * - Slowest cell on crit path
     - nand4_1
   * - First-pass GRT wire length
     - about 700 mm
   * - CP startpoint kind
     - flip-flop
   * - Deepest level of the CTS H-tree
     - 4
   * - Worst Path Max Fanout
     - roughly 48
   * - Pre-CTS WS
     - slightly below 5 ns
   * - Tool warnings
     - 66
   * - Cycle use final
     - 0.758
   * - Number of global-route vias before repair
     - about 64k
   * - Mean area per synthesized cell
     - 15.5 um2
   * - Half-perimeter wire length after detailed placement
     - between 300 and 400 mm
   * - Relative slew slack
     - -0.0143
   * - Root buf cell
     - clkbuf_16
   * - Clock tree buffer depth
     - 3
   * - CP Capture Type
     - output pin
   * - Global routing usage on met1
     - 0.537
   * - X dimension of the die
     - 465 um
   * - Tally of max-capacitance violations
     - 0
   * - Worst path top cell family by delay
     - simple AND/OR/NAND/NOR gates
   * - Global route hottest layer
     - met2
   * - Synthesis-stage register bit count
     - approximately 2.2k
   * - Area of placed instances
     - ~94000 um2
   * - Met2 Usage GRT
     - 0.668
   * - Pleak
     - 32.5 nW
   * - Worst setup path startpoint
     - char_in_buffer.output_pointer[4]
   * - Maximum number of pins on one net before global-route repair
     - approximately 110
   * - Iteration-0 DRC Markers
     - between 7k and 8k
   * - Worst clock skew on the final layout
     - about 0.1 ns
   * - Largest logic family
     - AND-OR/OR-AND gates
   * - Least-Margin Pin Slew
     - 1.52 ns
   * - Highest clock frequency the design can meet
     - just over 0.09 GHz
   * - Area delta synth->final
     - 18.8%
   * - Top post-synthesis cells by area
     - edfxtp_1 (72%), a22oi_1 (5.1%), dfxtp_1 (3.4%), nor2_1 (2.1%), mux2i_1 (1.4%)
   * - Clock transition at the registers of the reported paths
     - roughly 0.060 ns
   * - Number of cells in the finished layout apart from fillers
     - 9255
   * - Number of detailed-route iterations in the first pass
     - 11
   * - Yosys stat chip area
     - 85800 um2
   * - RSZ-0062 raised after global routing
     - no
   * - Overflow left after global routing
     - 0
   * - Starting density of the core
     - 0.404
   * - Launching point of the worst reg2reg path
     - char_in_buffer.output_pointer[5]
   * - Routed wire per std cell
     - between 60 and 70 um
   * - Io pins
     - 119
   * - P per Cell Area
     - 132 nW/um2
   * - Top cell area share
     - 0.720
   * - CP Buf/Inv Count
     - 6
   * - Worst hold-check path type
     - flip-flop to flip-flop
   * - Initial antenna violation count
     - ~84
   * - Fraction of layout instances using a drive strength above 1
     - 0.184
   * - Crit path arrival time
     - between 8 and 9 ns
   * - Total routed wirelength
     - approximately 560 mm
   * - Utilization of the core after routing
     - 0.480
   * - Maximum resistive drop on vdd
     - 0.133 mV
   * - Count of instantiated cells in the yosys netlist
     - 5515
   * - Skew-Pair Late Insertion Delay
     - about 0.94 ns
   * - Met3 routing resource usage after global routing
     - 0.537
   * - Post-synth tally of flip-flops with integrated enable
     - between 2k and 2.5k
   * - Top cell type by instance count after synthesis
     - edfxtp_1
worst reg2reg max path, delay by kind of cell (launching register included):
| family | cells | cell delay, ns |
|---|---|---|
| AOI/OAI and AO/OA | 1 | 0.40 |
| xor gates and xnor gates | 2 | 0.42 |
| buffers and inverters | 3 | 1.51 |
| DFF | 1 | 0.82 |
| and+or+nand+nor | 3 | 1.97 |
layer usage:
layer	vias to the layer above	routed length, um
li1	23900	-
met1	32100	151000
met2	7606	214000
met3	2161	121000
met4	225	59700
met5	-	10000
how the worst max path moves through the flow:
stage     cells after the start           end  slack [ns]
4_1_cts                      15  READ_DATA[1]        4.23
5_1_grt                      15  READ_DATA[1]        4.00
6_report                     15  READ_DATA[1]        3.51
final cells by class:
type,instances,area [um2],share of cell area
well taps,2821,3530,0.0346
multi-input cells,2879,19300,0.189
clock buffers,282,6080,0.0596
flip-flops and latches,2220,65100,0.639
repair buffers,795,6330,0.0622
inverters,12,45.0,0.000442
clock inverters,141,1250,0.0123
diodes,105,263,0.00258
stage by stage:
step | power (mW) | hold WS (ns)
6_report | 13.4 | 0.430
4_1_cts | 13.4 | 0.431
2_1_floorplan | 7.33 | 0.409
3_3_place_gp | 7.66 | 0.416
3_5_place_dp | 7.66 | 0.424
5_1_grt | 13.7 | 0.452
power breakdown:
| group | leakage, nW | switching, mW | internal [mW] |
|---|---|---|---|
| clock network | 3.58 | 2.67 | 3.21 |
| logic | 9.03 | 0.416 | 0.0893 |
| registers | 19.9 | 0.0307 | 7.03 |
cell families after synthesis:
| logic type | count (synthesis) |
|---|---|
| AND-OR/OR-AND | 1485 |
| AND/OR/NAND/NOR | 1208 |
| other | 1 |
| multiplexers | 128 |
| adder cells (fa/ha/maj) | 8 |
| XOR/XNOR | 30 |
| flip-flops | 2220 |
| buffers and inverters | 435 |
layout by cell type (no fill, tap or decap), types with 10 or more instances in the layout:
cell             count
a21boi_0            20
a22oi_1            583
a21oi_1            113
nand2_1            197
a22o_1             108
clkbuf_16          234
clkinv_1            59
a31oi_1             16
o221ai_1            13
mux2i_1            119
edfxtp_1          2057
nor2_1             437
nor4_1              70
a32o_1              15
buf_4              711
bufinv_16           13
nand4_1             79
clkdlybuf4s50_1     64
o211ai_1            15
or4_1               22
xor2_1              10
dfrtp_1             10
dfxtp_1            147
nor2b_1            124
conb_1              20
nor2_2              33
diode_2            105
o22ai_1            188
a32oi_1            126
clkinv_2            48
o21ai_0             56
inv_1               11
nand2b_1            16
buf_12              11
clkbuf_1            44
nor3_1              39
a222oi_1           109
a221oi_1            67
nand3_1             85
xnor2_1             20
registers in the layout (all words and copies together), names as in the netlist:
| name | count |
|---|---|
| char_in_buffer.output_pointer | 8 |
| keyclick_ack | 1 |
| reg_bank | 144 |
| char_in_buffer.fifo_mem | 2048 |
| uartRXFE | 1 |
| out_strobe | 1 |
| key_read | 1 |
| outgoing_byte | 8 |
| char_in_buffer.input_pointer | 8 |
Power is estimated from default activity; no workload was simulated.
