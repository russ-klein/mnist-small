## flow/run.sh

```bash
#!/bin/bash
# OpenROAD 26Q1-2900-gdf79404cd8, Yosys 0.63+post, stock flow scripts
make -C /OpenROAD-flow-scripts/flow DESIGN_CONFIG=/design/flow/config.mk WORK_HOME=/design/flow/orfs finish
```

## flow/config.mk

```make
export PLATFORM = sky130hd
export DESIGN_NAME = cat_accel
export DESIGN_NICKNAME = cat_accel
export VERILOG_FILES = /design/flow/design.v
export SDC_FILE = /design/flow/constraint.sdc
export NUM_CORES = 4
export LEC_CHECK = 1
export CORE_UTILIZATION = 50
```

## flow/constraint.sdc

```tcl
current_design cat_accel

set clk_period 7.9
set clk_io_pct 0.2

create_clock -name clk0 -period $clk_period [get_ports {clock}]

set non_clock_inputs [all_inputs -no_clocks]
set_input_delay [expr $clk_period * $clk_io_pct] -clock clk0 $non_clock_inputs
set_output_delay [expr $clk_period * $clk_io_pct] -clock clk0 [all_outputs]
```

## flow/design.v

```verilog
module cat_accel (
      input          clock,
      input          resetn,
      input  [1:0]   trans,
      input  [29:0]  address,
      input  [3:0]   bl,
      input          we,
      input          ce,
      input  [31:0]  write_data,
      output [31:0]  read_data,
      output [1:0]   resp,
      output         ready
  );
  parameter width         = 16;     
  parameter num_registers = 16;     
  reg [31:0]  register_bank[num_registers-1:0];
  reg [31:0]  rd_reg;
  reg [15:0]  write_address;
  reg [15:0]  read_address;
  reg         write_enable;
  reg         ready_out = 1'b1;
  reg         resp_out = 2'b00;    
  always @(posedge clock or negedge resetn) begin
    if (resetn == 1'b0) begin
      write_address <= 32'h00000000;
      write_enable  <= 1'b0;
    end else begin
      write_address <= address[15:0];
      write_enable  <= we & ce & trans[1];
    end
  end 
  assign ready     = ready_out;
  assign resp      = resp_out;
  assign read_data = rd_reg;
  assign read_address = address[15:0];
  always @(posedge clock or negedge resetn) begin
    if (resetn == 1'b0) begin
      rd_reg <= 32'h00000000;
    end else begin
      if (trans[1] & ce) begin
        rd_reg <= register_bank[read_address];
      end
    end
  end
  always @(posedge clock) begin
    if (resetn == 1'b1) begin
      if (write_enable) begin
        if (write_address < num_registers) begin
          register_bank[write_address] <= write_data;
        end
      end
    end 
  end
endmodule
```

==> summary.txt <==
run metrics: Post-synth seq share=0.776, final antenna-violating net count=0, number of maximum-capacitance violations=0, global-route usage over all layers=0.240, via count of the first global-routing pass=11,600, core area=42,000 um^2, most popular library cell in the synthesized design by count=edfxtp_1, post-CTS setup buffers=0, Iteration-0 DRC Markers=505, complex-gate fraction of the synthesized area=0.0335, fmax=0.244 GHz, number of fill cells in the layout=3,058, post-synthesis async set-or-reset flop share=0.0873, RSZ-0062 raised after global routing=no, Power per Cell Area=247 nW/um^2, flip-flop count of the largest register, all copies and words added=512, cell-by-cell trace of the critical path=buf_2 > nor4b_2 > and4_1 > or3b_4 > nor2_4 > buf_4, setup_tns=0 ps, number of warnings in the stage logs=44, nature of the critical path startpoint=input pin, area fraction in and, or, nand and nor cells=0.0524, number of endpoints with negative hold slack in the final report=0, total gr overflow=0, final std cell area, no fill=24,700 um^2, number of sinks driven by the clock tree=561, worst vdd ir=229 uV, path type of the worst setup path=in -> reg, Netlist cell types=27, cell accounting for the most synthesized area=edfxtp_1, Final HPWL DP=22,600 um, status=finished, final reports clean, cts-stage hold buffer count=0, post-synthesis share of cell area spent on full adders, half adders and majority gates=0, Core Density at Floorplan=0.509, CTS root buf=clkbuf_16, total detailed-routing wirelength=45,400 um, cts repair resizes=0, critical-path cell with the highest stage delay=nor2_4, count of H-tree levels built during CTS=2, Commonest cells post-synth=512 x edfxtp_1, 256 x mux2i_1, 110 x nand2_1, fraction of the cycle the final worst path needs=0.518, Top logic family=multiplexers, wire length of the first global-routing pass=69,000 um, number of top-level design ports=107, detail-routed via count per cell=5.71, maximum clock skew at final layout=14.0 ps, type of element capturing the critical path=flop, crit path time final=4090 ps, clock tree from TritonCTS=done, total CTS buffers=56, required time at the worst-slack endpoint=8160 ps, Area after DPL=22,900 um^2, Main synth FF type=edfxtp_1, Mapped Area=21,400 um^2, count of yosys warnings during synthesis=2, clock latency on the worst-skew pair=610 ps, yosys stat chip area=21,400 um^2, XOR Share, Synth=0, Residual DRC=0, mux share=0.120, clock slew at the register clock pins of the worst setup and hold paths=60 ps, cell count after synthesis=1,233, die footprint=43,600 um^2, num rows=75, buffer-and-inverter tally for the worst setup path=2, number of buffers on the longest clock path=3, length of the first detailed-routing pass in iterations=4, Seq. cell area=16,600 um^2, Die Height=209 um, count of port buffers added during placement=84, RD Place Congestion=0.791, CP delay by family, top=simple AND/OR/NAND/NOR gates, pin count of the biggest net entering global routing=62, worst relative slew slack=0.452, initial antenna violation count=0, multi-input combinational cell area=4560 um^2, critical path's largest stage delay=610 ps, average footprint of a synthesized cell=17.3 um^2, Crit Path Max Fanout=22, Synth top area share=0.719, Die X-Extent=209 um, # setup viols final=0, data arrival at the endpoint of the critical path=4360 ps, synthesis-stage register bit count=561, area delta synth->final=15.6%, ANT cells=0, layout cell share with drive strength beyond 1=0.103, static leakage=0.00872 uW, cell total in the yosys stat output=1,233, worst hold path type=reg -> reg, post-DR wirelength/cell=23.5 um, Tightest Pin Transition=822 ps, final-report max-slew violation count=0, biggest area contributors in the synthesized netlist=edfxtp_1 72%, mux2i_1 12%, dfrtp_1 5.7%, a22oi_1 2.6%, nand2_1 1.9%, number of synthesized flops with an enable pin=512, total number of vias=11,000
-- power by group --
part / switching, uW / internal, uW / total (uW)
Sequential: 23.4 / 3270 / 3290
Combinational: 164 / 137 / 301
Clock: 1050 / 1470 / 2520
-- routing by layer --
| metal | part of all wire | global-route usage |
|---|---|---|
| met5 | 0 | 0 |
| met2 | 0.47 | 0.349 |
| met3 | 0.14 | 0.148 |
| met1 | 0.37 | 0.340 |
| met4 | 0.025 | 0.0510 |
-- cell usage in the layout (no fill, tap or decap), types with 12 or more instances in the layout --
cell type,n
edfxtp_1,512
mux2i_1,256
nand2_1,109
clkdlybuf4s50_1,82
nand3_1,75
a22oi_1,74
clkbuf_16,57
dfrtp_1,49
buf_4,36
a21oi_1,32
nand4_1,22
nor2_4,14
clkbuf_1,14
clkinv_1,12
-- stage by stage --
stage / std cells / util / hold slack (ps) / total power, uW / worst slack, ps
after global placement: 1825 / 0.546 / 471 / 3660 / 3140
after floorplan: 1234 / - / 425 / 3490 / 3100
final: 1930 / 0.588 / 478 / 6120 / 3810
after CTS: 1930 / 0.588 / 481 / 6190 / 3750
after global routing: 1930 / 0.588 / 498 / 6330 / 3550
after detailed placement: 1825 / 0.546 / 468 / 3660 / 3110
-- worst reg2reg max path: stages (launching register included) --
cell	delay, ps
dfrtp_1	360
nor4b_2	270
and4_1	330
or3b_4	480
nor2_4	610
buf_4	480
-- cell families (layout without fill, tap and decap cells) --
family / Yosys count / after routing
DFF: 561 / 561
and+or+nand+nor: 240 / 240
muxes: 256 / 256
buffers and inverters: 68 / 225
AOI/OAI and AO/OA: 106 / 106
other: 2 / 3
-- path summary, 6_finish.rpt --
kind / start / to / slack (ps) / cells after the start
max: resetn / register_bank[2][4] / 3810 / 6
min: rd_reg[2] / rd_reg[2] / 480 / 2
max reg2reg: write_address[10] / register_bank[2][4] / 5030 / 5
min reg2reg: rd_reg[2] / rd_reg[2] / 480 / 2
max in group asynchronous: resetn / rd_reg[14] / 5930 / 2
min in group asynchronous: resetn / write_address[7] / 1020 / 1
-- layout make-up --
cell class	count	share of cell area
Sequential cell	561	0.672
Multi-Input combinational cell	605	0.184
Clock buffer	80	0.0648
Timing Repair Buffer	120	0.0449
Tap cell	539	0.0273
Clock inverter	25	0.00688
No activity file was given, so power comes from the tool's default toggle rates.
