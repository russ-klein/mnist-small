--- config.mk ---
export PLATFORM = sky130hd
export DESIGN_NAME = axi_data_latch
export DESIGN_NICKNAME = axi_data_latch
export VERILOG_FILES = /design/flow/design.v
export SDC_FILE = /design/flow/constraint.sdc
export NUM_CORES = 4
export LEC_CHECK = 1
export CORE_UTILIZATION = 50
--- constraint.sdc ---
current_design axi_data_latch

set clk_period 20.7
set clk_io_pct 0.2

create_clock -name clk0 -period $clk_period [get_ports {CLK}]

set non_clock_inputs [all_inputs -no_clocks]
set_input_delay [expr $clk_period * $clk_io_pct] -clock clk0 $non_clock_inputs
set_output_delay [expr $clk_period * $clk_io_pct] -clock clk0 [all_outputs]
--- design.v ---
`timescale 1ns/1ns
module axi_data_latch
    ( 
            CLK,
            RESETN,
            MASTER,
            ID,
            DATA,
            LAST,
            VALID,
            READY,
            O_MASTER,
            O_ID,
            O_DATA,
            O_RESP,
            O_LAST,
            O_VALID,
            O_READY
    );
    parameter masters = 4;
    parameter id_bits = 2;
    parameter data_width = 64;
    input                   CLK;
    input                   RESETN;
    input  [masters-1:0]    MASTER;
    input  [id_bits-1:0]    ID;
    input  [data_width-1:0] DATA;
    input                   LAST;
    input                   VALID;
    output                  READY;
    output [masters-1:0]    O_MASTER;
    output [id_bits-1:0]    O_ID;
    output [data_width-1:0] O_DATA;
    output [1:0]            O_RESP;
    output                  O_LAST;
    output                  O_VALID;
    input                   O_READY;
    wire   [(masters + id_bits + data_width + 1)-1:0] fifo_in;
    wire   [(masters + id_bits + data_width + 1)-1:0] fifo_out;
    wire                    full;
    reg                     local_ready;
    reg                     send_req;
    reg    [31:0]           one  = 32'h00000001;
    reg    [31:0]           zero = 32'h00000000;
    reg                     fifo_ack;
    reg                     next;
    assign fifo_in = { MASTER, ID, DATA, LAST};
    assign READY = !full;
    assign { O_MASTER, O_ID, O_DATA, O_LAST } = fifo_out;
    bus_fifo #((masters + id_bits + data_width + 1)) fifo0 (
            .CLK            (CLK), 
            .RESET_N        (RESETN), 
            .DATA_STROBE    (VALID), 
            .DATA_IN        (fifo_in), 
            .DATA_READY     (O_VALID), 
            .DATA_OUT       (fifo_out), 
            .DATA_ACK       (O_READY), 
            .FULL           (full)
    );
endmodule
`timescale 1ns/1ns
module bus_fifo
    (
        CLK,
        RESET_N,
        DATA_STROBE,
        DATA_IN,
        DATA_READY,
        DATA_OUT,
        DATA_ACK,
        FULL
    );
    parameter width = 8;
    parameter depth = 8;
    input               CLK;
    input               RESET_N;
    input               DATA_STROBE;
    input  [width-1:0]  DATA_IN;
    output              DATA_READY;
    output [width-1:0]  DATA_OUT;
    input               DATA_ACK;
    output              FULL;
    reg    [width-1:0]  fifo_mem[(1<<depth)-1:0];
    reg    [depth-1:0]  input_pointer;
    reg    [depth-1:0]  output_pointer;
    wire                empty;
    wire   [depth:0]    input_pointer_plus_one;
    assign empty = (input_pointer == output_pointer) ? 1'b1 : 1'b0;
    assign FULL  = (input_pointer_plus_one == output_pointer) ? 1'b1 : 1'b0;
    assign DATA_READY = !empty;
    assign input_pointer_plus_one = input_pointer + 1;
    assign DATA_OUT = (empty) ? 0 : fifo_mem[output_pointer];
    always @(posedge CLK or negedge RESET_N) begin
        if (!RESET_N) begin 
            input_pointer <= 32'h00000000;
            output_pointer <= 32'h00000000;
        end else begin
            if (DATA_STROBE & !FULL) begin
                fifo_mem[input_pointer] <= DATA_IN;
                input_pointer <= input_pointer + 32'h00000001;
            end
            if (DATA_ACK & !empty) begin
                output_pointer <= output_pointer + 32'h00000001;
            end
        end
    end
endmodule
--- run.sh ---
#!/bin/bash
# OpenROAD 26Q1-2900-gdf79404cd8, Yosys 0.63+post, stock flow scripts
make -C /OpenROAD-flow-scripts/flow DESIGN_CONFIG=/design/flow/config.mk WORK_HOME=/design/flow/orfs finish
==> flow_summary.json <==
{
  "outcome": "did not finish",
  "haltStage": "5_1_grt",
  "error": "[ERROR GRT-0116] Global routing finished with congestion. Check the congestion regions in the DRC Viewer.",
  "post_cts_buffers": 0,
  "fp_util": 0.502,
  "clockBufferDepth": 6,
  "yosys.stat.seqShare": 0.819,
  "enable_flop_cells": 18176,
  "dp.cells": 57024,
  "grt_overflow": 26988,
  "grt_use_total": 0.981,
  "clock-sinks": 18192,
  "synth_flops": 18192,
  "top_cell_area_share": 0.819,
  "ys_warn_count": 5,
  "common_cells": "18176 x edfxtp_1, 5710 x a22oi_1, 1784 x nand3_1, 1397 x clkbuf_1, 1113 x and3_1",
  "ff_type": "edfxtp_1",
  "grt_max_degree": 168,
  "portBuffers": 147,
  "top_cell": "edfxtp_1",
  "die-height_mm": 1.16,
  "cts_buffers": 1897,
  "dp_hpwl_mm": 3740,
  "synth.largest_area_cell": "edfxtp_1",
  "pin_count": 150,
  "rows": 423,
  "topCellsByArea": "edfxtp_1 82%, a22oi_1 6.4%, nand3_1 1.3%",
  "grt_pass1_vias": 679329,
  "cts_root_buffer": "clkbuf_16",
  "fp.dieW_mm": 1.16,
  "syn_inst": 36818,
  "ys_cells": 36818,
  "place_area_um2": 724000,
  "async_flop_share": 0.000880,
  "postCtsResizedCells": 0,
  "syn-cell-area_um2": 667000,
  "ys_area_um2": 667000,
  "gp_congestion": 1.26,
  "grt_first_pass_wirelength_mm": 7750,
  "synth_cell_type_count": 96,
  "postCtsHoldBufs": 0,
  "syn_area_per_cell_um2": 18.1,
  "h-tree-depth": 7
}
## per-layer routing
metal	GRT usage	overflow
met1	0.967	5707
met2	1.01	9550
met3	0.971	5351
met4	0.966	5621
met5	0.923	759
## kinds of logic after synthesis
family | share of synthesized area
AOI/OAI and AO/OA | 0.107
buffers and inverters | 0.0166
adders and majority gates | 0.000150
xor gates and xnor gates | 0.000381
DFF | 0.819
muxes | 0.00280
other | 0.00000563
and+or+nand+nor | 0.0534
## metrics by stage
| stage | util | hold WS [ns] | setup slack, ns | total power [mW] |
|---|---|---|---|---|
| 2_1_floorplan | - | 0.532 | 10.53 | 47.0 |
| 3_3_place_gp | 0.545 | 0.689 | 6.81 | 63.8 |
| 3_5_place_dp | 0.545 | 0.688 | 7.06 | 63.7 |
| 4_1_cts | 0.590 | 0.704 | 5.62 | 96.6 |
Power is estimated from default activity; no workload was simulated.
